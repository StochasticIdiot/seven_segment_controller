`flow/design.v`:
```
module seven_segment_wrapper(
	input clk_i,
	output [7:0] digit_enable_o,
	output [7:0] digit_code_o
);
wire [31:0] value;
assign value = 32'hFDECBA98;
seven_segment_controller seven_segment_controller_inst(
	.clk_i(clk_i),
	.value_i(value),
	.digit_enable_o(digit_enable_o),
	.digit_code_o(digit_code_o)
);
endmodule
module seven_segment_controller #(
	parameter NUM_DIGITS=8,
	parameter CLK_FREQ_MHZ=50
)(
	input clk_i,
	input [NUM_DIGITS*4-1:0] value_i,
	output [NUM_DIGITS-1:0] digit_enable_o,
	output [7:0] digit_code_o
);
localparam COUNTER_DIGIT_WIDTH = $clog2(NUM_DIGITS);
localparam COUNTER_REFRESH = 16*CLK_FREQ_MHZ*100 / NUM_DIGITS;   
localparam COUNTER_REFRESH_WIDTH = $clog2(COUNTER_REFRESH);
wire [7:0] digit_code;
reg [7:0] digit_code_q;
wire [3:0] half_byte;
wire [NUM_DIGITS-1:0] digit_enable;
reg [COUNTER_DIGIT_WIDTH:0] digit_counter;
reg [COUNTER_REFRESH_WIDTH-1:0] refresh_counter;
always_comb begin
	digit_enable = 1 << digit_counter;
	half_byte = value_i[4*digit_counter +: 4];
end
always @(posedge clk_i) begin
	if(refresh_counter == 0) begin
		digit_counter = digit_counter + 1;
	end
end
always @(posedge clk_i) begin
	if(refresh_counter >= COUNTER_REFRESH) begin
		refresh_counter = 0;
	end else begin
		refresh_counter = refresh_counter + 1;
	end
end
seven_segment_decoder dec_inst(
	.digit_i(half_byte),
	.segment_a_o(digit_code[7]),
	.segment_b_o(digit_code[6]),
	.segment_c_o(digit_code[5]),
	.segment_d_o(digit_code[4]),
	.segment_e_o(digit_code[3]),
	.segment_f_o(digit_code[2]),
	.segment_g_o(digit_code[1])
);
assign digit_code[0] = 1;
assign digit_enable_o = ~digit_enable;
assign digit_code_o = digit_code;
endmodule
module seven_segment_decoder(
	input [3:0] digit_i,
	output segment_a_o,
	output segment_b_o,
	output segment_c_o,
	output segment_d_o,
	output segment_e_o,
	output segment_f_o,
	output segment_g_o
);
reg [6:0] decoded_digit;
always_comb begin
	case(digit_i)
	4'h0:
		decoded_digit = 7'b0000001;
	4'h1:
		decoded_digit = 7'b1001111;
	4'h2:
		decoded_digit = 7'b0010010;
	4'h3:
		decoded_digit = 7'b0000110;
	4'h4:
		decoded_digit = 7'b1001100;
	4'h5:
		decoded_digit = 7'b0100100;
	4'h6:
		decoded_digit = 7'b0100000;
	4'h7:
		decoded_digit = 7'b0001111;
	4'h8:
		decoded_digit = 7'b0000000;
	4'h9:
		decoded_digit = 7'b0000100;
	4'hA:
		decoded_digit = 7'b0001000;
	4'hB:
		decoded_digit = 7'b1100000;
	4'hC:
		decoded_digit = 7'b0110001;
	4'hD:
		decoded_digit = 7'b1000010;
	4'hE:
		decoded_digit = 7'b0110000;
	4'hF:
		decoded_digit = 7'b0111000;
	endcase
end
assign segment_a_o = decoded_digit[6];
assign segment_b_o = decoded_digit[5];
assign segment_c_o = decoded_digit[4];
assign segment_d_o = decoded_digit[3];
assign segment_e_o = decoded_digit[2];
assign segment_f_o = decoded_digit[1];
assign segment_g_o = decoded_digit[0];
endmodule
```
`flow/run.sh`:
```
#!/bin/bash
# OpenROAD 26Q1-2900-gdf79404cd8, Yosys 0.63+post, stock flow scripts
make -C /OpenROAD-flow-scripts/flow DESIGN_CONFIG=/design/flow/config.mk WORK_HOME=/design/flow/orfs finish
```
`flow/config.mk`:
```
export PLATFORM = sky130hd
export DESIGN_NAME = seven_segment_wrapper
export DESIGN_NICKNAME = seven_segment_wrapper
export VERILOG_FILES = /design/flow/design.v
export SDC_FILE = /design/flow/constraint.sdc
export NUM_CORES = 4
export LEC_CHECK = 1
export CORE_AREA = 10 10 100 100
export DIE_AREA = 0 0 110 110
```
`flow/constraint.sdc`:
```
current_design seven_segment_wrapper

set clk_period 2.4
set clk_io_pct 0.2

create_clock -name clk0 -period $clk_period [get_ports {clk_i}]

set non_clock_inputs [all_inputs -no_clocks]
set_input_delay [expr $clk_period * $clk_io_pct] -clock clk0 $non_clock_inputs
set_output_delay [expr $clk_period * $clk_io_pct] -clock clk0 [all_outputs]
```
==> summary.txt <==
Status = finished, final reports clean
H-Tree Depth = 1
Core ar. = 7810 um^2
Residual DRC = 0
Period utilisation layout = 0.957
Maximum Capacitance Violations = 0
Final hold violation count = 0
First-pass GRT wire length = 4.25 mm
CTS buffer count = 3
WL final = 2.51 mm
Skew final = 0.00383 ns
Clock root cell = clkbuf_8
Switch Pwr = 0.0963 mW
Max-area cell share = 0.234
Pleak = 0.706 nW
Routability cong. = 0.821
GR Overflow Total = 0
# rows = 32
Clock power share = 0.410
Worst EP arrival = 1.82 ns
Maximum VDD drop = 0.217 mV
Init Core Util = 0.153
Sw Share = 0.185
Clock Sinks = 18
Total GRT Usage = 0.0405
Number of cells in Yosys stat = 136
Critical Path Fanout Max = 5
Slew at the pin closest to its max-slew limit = 0.525 ns
Diode count = 0
Clk slew on worst S/H paths = 0.06 ns
Post-Synthesis Cells = 136
Yosys top cell by area = dfxtp_1
Port-buffer cells = 15
Maximum clock frequency = 436 MHz
Synthesis-to-layout area growth = 34.3%
Number of global-route vias before repair = 933
Post-synth EDFFs = 4
Clock Path Buffers = 2
DR pass1 iterations = 4
Ports = 17
Largest cells by area after synthesis = dfxtp_1, ha_1, edfxtp_1
Synth warnings = 4
Dominant flop cell = dfxtp_1
Synthesized area per cell = 8.80 um^2
Share of post-route cells with drive strength above 1 = 0.204
Fin. max-slew vios = 0
Fraction of registers with async set/reset = 0
HP Class = register to register
Register area share after synthesis = 0.335
PwrDens = 325 nW/um^2
Internal power = 0.426 mW
Synth cell types = 35
Pre-CTS WS = 0.0208 ns
CTS tree = yes
Clk Latency, worst-skew pair = 0.25 ns
Initial DRC Count = 57
Setup CP Type = register to primary output
Tool warnings = 36
Die span in y = 110 um
FF+latch count, synth = 18
Comb pwr share = 0
Antenna violations before repair = 0
RSZ-0062 raised after global routing = false
Total power = 0.522 mW
Chip width = 110 um
Post-DP HPWL = 1.80 mm
Wirelength per Cell = 9.70 um
Fill cells = 847
Largest net degree at the start of global routing = 17
Final worst setup slack = 0.104 ns
Vias per cell = 3.89
Die area = 12100 um^2
Flop pwr share = 0.590
Yosys synthesis chip area = 1200 um^2
Type of origin of the critical path = register
ANT nets after route = 0
Max-slew headroom = 0.649
CP required = 1.92 ns
Minimum clock period = 2.30 ns
Synthesized area = 1200 um^2
Final setup viols = 0
Critical path endpoint category = primary output
Vias after detailed routing = 1007
[worst max-delay path: stages, from the launching register on]
cell             delay (ns)
edfxtp_1               0.41
buf_6                  0.14
mux2i_1                0.10
or2_4                  0.29
ha_4                   0.18
mux2_4                 0.26
clkdlybuf4s15_1        0.18
[cells in the mapped netlist (2+ instances only)]
library cell / n
a21o_1: 2
a21oi_1: 6
a22oi_1: 7
buf_2: 2
buf_4: 8
clkbuf_1: 3
dfxtp_1: 14
edfxtp_1: 4
ha_1: 13
inv_1: 10
mux2i_1: 3
nand2_1: 13
nand2b_1: 3
nand3_1: 4
nand4_1: 3
nor2_1: 4
o21ai_0: 5
o21ai_1: 2
o31ai_1: 5
or3_1: 4
or4_1: 5
xnor2_1: 2
xor2_1: 2
[registers in the layout (all words and copies together) (netlist names)]
signal	count
seven_segment_controller_inst.refresh_counter	14
seven_segment_controller_inst.digit_counter	4
[area by class of cell]
type,count,area [um^2],area share
well taps,102,128,0.0794
flip-flops and latches,18,400,0.249
inverters,10,37.5,0.0234
repair buffers,30,272,0.169
clock buffers,4,45.0,0.0280
multi-input cells,95,724,0.451
[per-layer routing]
| metal | up-vias | wire (um) | global-route usage |
|---|---|---|---|
| li1 | 517 | - | - |
| met1 | 478 | 1280 | 0.0599 |
| met2 | 10 | 1110 | 0.0618 |
| met3 | 2 | 117 | 0.00999 |
| met4 | 0 | 6 | 0.000929 |
| met5 | - | 0 | 0 |
[kinds of logic after synthesis]
group	count (synthesis)	synth area share
AND-OR/OR-AND	29	0.156
XOR/XNOR	4	0.0293
adder cells (fa/ha/maj)	13	0.136
buffers and inverters	23	0.0994
flip-flops	18	0.335
multiplexers	4	0.0345
other	1	0.00314
AND/OR/NAND/NOR	44	0.207
[path summary, 6_finish.rpt]
| path | startpoint | to | slack (ns) | depth (start not counted) |
|---|---|---|---|---|
| worst max-delay path | seven_segment_controller_inst.digit_counter[2] | digit_code_o[7] | 0.10 | 6 |
| worst min-delay path | seven_segment_controller_inst.refresh_counter[12] | seven_segment_controller_inst.refresh_counter[12] | 0.50 | 2 |
| worst max register to register | seven_segment_controller_inst.refresh_counter[0] | seven_segment_controller_inst.refresh_counter[12] | 0.76 | 4 |
| worst min register to register | seven_segment_controller_inst.refresh_counter[12] | seven_segment_controller_inst.refresh_counter[12] | 0.50 | 2 |
[through the flow]
step,setup TNS [ns],cell area [um^2],cells,hold slack [ns],utilization
6_report,0,1610,259,0.497,0.206
5_1_grt,0,1610,259,0.541,0.206
3_3_place_gp,0,1450,248,0.482,0.186
2_1_floorplan,0,1200,136,0.454,-
4_1_cts,-0.0791,1550,255,0.502,0.199
3_5_place_dp,0,1450,248,0.492,0.186
[power groups by stage]
| stage | registers [mW] | logic (mW) | clock network [mW] |
|---|---|---|---|
| CTS | 0.308 | 0.000140 | 0.220 |
| global route | 0.308 | 0.000122 | 0.234 |
| finish | 0.308 | 0.0000748 | 0.214 |
[cells in the final DEF (no fill, tap or decap), types with 2 or more instances in the layout]
cell / instances
buf_4: 13
edfxtp_1: 4
clkdlybuf4s50_1: 9
mux2i_1: 3
buf_6: 2
o31ai_1: 4
nand2b_1: 3
o21ai_0: 4
a22oi_1: 7
nand2_1: 12
nor2_1: 3
clkbuf_8: 3
xnor2_1: 2
nand3_1: 4
or3_1: 4
dlymetal6s2s_1: 3
xor2_1: 2
o21ai_1: 3
a21o_1: 2
ha_2: 3
nand4_1: 3
dfxtp_1: 14
inv_1: 9
a21oi_1: 5
ha_1: 9
or4_1: 5
[what timing repair did]
item / CTS / global route
endpoints found under the setup margin: 6 / 4
resized: 12 / 13
buffers inserted: 3 / 4
hold buffers: 0 / 0
pin swaps: 4 / 5
gates cloned: 0 / 0
Power and IR drop assume default switching activity.
